==> flow/design.v <==
module sinewave_rom_do (
    input [4:0] address,
    output reg [3:0] data
);
    always @ (address) begin
        case (address)
            5'h0: data = 4'h8;
            5'h1: data = 4'h9;
            5'h2: data = 4'hA;
            5'h3: data = 4'hC;
            5'h4: data = 4'hD;
            5'h5: data = 4'hE;
            5'h6: data = 4'hE;
            5'h7: data = 4'hF;
            5'h8: data = 4'hF;
            5'h9: data = 4'hF;
            5'ha: data = 4'hE;
            5'hb: data = 4'hE;
            5'hc: data = 4'hD;
            5'hd: data = 4'hC;
            5'he: data = 4'hA;
            5'hf: data = 4'h9;
            5'h10: data = 4'h7;
            5'h11: data = 4'h6;
            5'h12: data = 4'h5;
            5'h13: data = 4'h3;
            5'h14: data = 4'h2;
            5'h15: data = 4'h1;
            5'h16: data = 4'h1;
            5'h17: data = 4'h0;
            5'h18: data = 4'h0;
            5'h19: data = 4'h0;
            5'h1a: data = 4'h1;
            5'h1b: data = 4'h1;
            5'h1c: data = 4'h2;
            5'h1d: data = 4'h3;
            5'h1e: data = 4'h5;
            5'h1f: data = 4'h6;
            default: data = 4'hX;
        endcase
    end
endmodule
==> flow/run.sh <==
#!/bin/bash
# OpenROAD 26Q1-2900-gdf79404cd8, Yosys 0.63+post, stock flow scripts
make -C /OpenROAD-flow-scripts/flow DESIGN_CONFIG=/design/flow/config.mk WORK_HOME=/design/flow/orfs finish
==> flow/config.mk <==
export PLATFORM = sky130hd
export DESIGN_NAME = sinewave_rom_do
export DESIGN_NICKNAME = sinewave_rom_do
export VERILOG_FILES = /design/flow/design.v
export SDC_FILE = /design/flow/constraint.sdc
export NUM_CORES = 4
export LEC_CHECK = 1
export CORE_AREA = 10 10 70 70
export DIE_AREA = 0 0 80 80
==> flow/constraint.sdc <==
current_design sinewave_rom_do

set clk_period 1.0
set clk_io_pct 0.2

create_clock -name clk0 -period $clk_period

set non_clock_inputs [all_inputs -no_clocks]
set_input_delay [expr $clk_period * $clk_io_pct] -clock clk0 $non_clock_inputs
set_output_delay [expr $clk_period * $clk_io_pct] -clock clk0 [all_outputs]
==> metrics.txt <==
# HELP chip_impl_metric Synthesis and place-and-route metrics
# TYPE chip_impl_metric gauge
chip_impl_metric{name="route.detailed.vias_per_inst",unit=""} 2.53
chip_impl_info{name="violations",value="negative setup slack"} 1
chip_impl_metric{name="critical_path.max_fanout",unit=""} 4
chip_impl_metric{name="wl_per_cell",unit="um"} 7.58
chip_impl_metric{name="power_density",unit="mW/mm^2"} 388
chip_impl_metric{name="timing.final.max_slew_violations",unit=""} 0
chip_impl_metric{name="placementRows",unit=""} 21
chip_impl_metric{name="crit_required",unit="ns"} 0.80
chip_impl_metric{name="area.sequential",unit="sq um"} 0
chip_impl_metric{name="dp_wirelength",unit="um"} 494
chip_impl_info{name="yosys.area.top_type",value="ha_1"} 1
chip_impl_metric{name="first_global_vias",unit=""} 241
chip_impl_info{name="cp_top_family",value="buffers and inverters"} 1
chip_impl_metric{name="floorplan_utilization",unit="%"} 5.46
chip_impl_info{name="yosys-top-cells-area",value="ha_1, xnor2_1, mux2_4"} 1
chip_impl_metric{name="drt.antenna.violating_nets",unit=""} 0
chip_impl_metric{name="wire_length_of_the_first_global_routing_pass",unit="um"} 1100
chip_impl_metric{name="floorplan.die_area",unit="sq mm"} 0.00640
chip_impl_metric{name="final.fill_count",unit=""} 390
chip_impl_metric{name="postLayoutCoreUtil",unit="%"} 13.2
chip_impl_info{name="synth.cells.most_frequent",value="ha_1, xnor2_1, inv_1"} 1
chip_impl_info{name="status",value="finished, violations left"} 1
chip_impl_metric{name="final_layout_size_suffix_gt1_share",unit="%"} 73.0
chip_impl_metric{name="num_vias",unit=""} 210
chip_impl_metric{name="vdd_ir_drop_max",unit="mV"} 0.0683
chip_impl_metric{name="finalSetupViolCount",unit=""} 3
chip_impl_metric{name="ys_area",unit="sq um"} 186
chip_impl_metric{name="syn_area",unit="sq um"} 186
chip_impl_metric{name="n_clock_buffer",unit=""} 0
chip_impl_metric{name="layout_min_cycle_time",unit="ns"} 1.24
chip_impl_metric{name="area_of_the_core_region",unit="sq mm"} 0.00342
chip_impl_metric{name="port-buffer-count",unit=""} 9
chip_impl_metric{name="power.static_leakage",unit="nW"} 0.185
chip_impl_metric{name="n_antenna_cell",unit=""} 0
chip_impl_metric{name="hold_violations",unit=""} 0
chip_impl_metric{name="routabilityCongestion",unit=""} 0.652
chip_impl_metric{name="grt_usage",unit="%"} 1.99
chip_impl_metric{name="remaining_drcs",unit=""} 0
chip_impl_metric{name="final_min_period_over_clock_period",unit="%"} 124
chip_impl_metric{name="die_w",unit="um"} 80
chip_impl_metric{name="finalNonFillerCells",unit=""} 83
chip_impl_metric{name="synth_cells",unit=""} 22
chip_impl_info{name="setup.worst_path.end_class",value="primary output"} 1
chip_impl_metric{name="register_share_after_synthesis",unit="%"} 0
chip_impl_metric{name="fmax",unit="MHz"} 807
chip_impl_metric{name="syn-mean-instance-area",unit="sq um"} 8.47
chip_impl_metric{name="die_h",unit="um"} 80
chip_impl_metric{name="synth_top_area_share",unit="%"} 26.8
chip_impl_info{name="crit_type",value="in2out"} 1
chip_impl_metric{name="max_cap_viol_count",unit=""} 0
chip_impl_metric{name="warnings",unit=""} 37
chip_impl_metric{name="cts_setup_buffers",unit=""} 0
chip_impl_metric{name="number_of_top_level_pins",unit=""} 9
chip_impl_metric{name="final_cell_area",unit="sq um"} 452
chip_impl_metric{name="endpoint_arrival_time_on_the_critical_path",unit="ns"} 1.04
chip_impl_info{name="hold_path.class",value="in2out"} 1
chip_impl_metric{name="synthesis.yosys.warnings",unit=""} 1
chip_impl_metric{name="grt_max_degree",unit=""} 6
chip_impl_metric{name="number_of_placed_cells_counting_well_taps",unit=""} 83
chip_impl_metric{name="routed_wirelength",unit="um"} 629
chip_impl_info{name="worstSetupStartpointType",value="input port"} 1
chip_impl_metric{name="post_dp_cell_area",unit="sq um"} 379
chip_impl_metric{name="drt_first_pass_iters",unit=""} 2
chip_impl_info{name="critPathSlowestCell",value="mux2_4"} 1
chip_impl_metric{name="worst-slew-pin-transition",unit="ns"} 0.189
chip_impl_metric{name="timing.critical_path.buf_inv",unit=""} 3
chip_impl_info{name="grt_setup_unrepaired",value="true"} 1
chip_impl_metric{name="grt_overflow_total",unit=""} 0
chip_impl_metric{name="layout-area-overhead-vs-synth",unit="%"} 142
chip_impl_metric{name="grt_antenna_before_repair",unit=""} 0
chip_impl_metric{name="synth.lib_cells_used.distinct",unit=""} 14
chip_impl_info{name="cp_cell_sequence",value="buf_8 -> buf_6 -> mux2_4 -> o22ai_2 -> xnor2_1 -> buf_2"} 1
chip_impl_metric{name="ys_cells",unit=""} 22
chip_impl_metric{name="final_critical_path_setup_slack",unit="ns"} -0.240
chip_impl_metric{name="max_stage_delay",unit="ns"} 0.27
chip_impl_metric{name="hold_slack",unit="ns"} 0.740
chip_impl_metric{name="flop-count",unit=""} 0
chip_impl_metric{name="initialDrtViolationCount",unit=""} 7
chip_impl_metric{name="max-slew-margin-rel",unit="%"} 87.4
[metal layers]
layer / up-vias / part of all wire [%] / wire, um / global-route usage, %
met4: 0 / 2.2 / 14 / 0.352
met3: 2 / 1.7 / 11 / 0.227
met1: 97 / 40 / 251 / 2.24
met5: - / 0 / 0 / 0
met2: 4 / 56 / 350 / 3.85
li1: 107 / - / - / -
[power breakdown]
group	leakage (nW)	internal [mW]	switching (mW)	total (mW)
Clock	0	0	0	0
Sequential	0	0	0	0
Combinational	0.185	0.109	0.0662	0.175
Total	0.185	0.109	0.0662	0.175
[per-stage QoR]
stage / power (mW) / worst slack, ns / TNS, ns
detailed placement: 0.155 / -1.17 / -4.09
global route: 0.195 / -0.278 / -0.830
global placement: 0.152 / -1.14 / -4.02
finish: 0.175 / -0.240 / -0.615
floorplan: 0.0588 / 0.0322 / 0
CTS: 0.171 / -0.258 / -0.720
[repair_timing]
| item | 4_1_cts | 5_1_grt |
|---|---|---|
| resized | 49 | 4 |
| endpoints found under the hold margin | 0 | 0 |
| cloned | 0 | 0 |
| endpoints found under the setup margin | 4 | 4 |
| hold buffers | 0 | 0 |
| pin swaps | 6 | 3 |
[final cells by class]
type | count | area [sq um] | area share [%]
Inverter | 3 | 13.8 | 3.05
Timing Repair Buffer | 16 | 150 | 33.2
Multi-Input combinational cell | 18 | 230 | 51.0
Tap cell | 46 | 57.6 | 12.7
[worst paths after layout]
check / start / to / slack [ns] / depth (start not counted)
hold / removal: address[4] / data[1] / 0.74 / 4
setup / recovery: address[1] / data[1] / -0.24 / 6
[kinds of logic after synthesis]
group                      count (synthesis)  synth area share (%)
muxes                                      1                  8.05
buffers and inverters                      4                  10.1
xor gates and xnor gates                   4                  18.8
AOI/OAI and AO/OA                          5                  20.8
adders and majority gates                  4                  26.8
and+or+nand+nor                            4                  15.4
[cells in the final DEF, fill, tap and decap left out]
cell             netlist  routed
inv_2                  0       1
mux2_4                 1       1
ha_4                   0       3
dlygate4sd2_1          0       1
nand2b_4               1       2
a21oi_1                1       1
a21o_1                 1       1
buf_4                  1       5
a22oi_2                0       1
xnor2_1                4       3
buf_12                 0       1
nor3_2                 0       1
buf_8                  0       2
xnor2_2                0       1
clkdlybuf4s15_2        0       1
o22ai_2                1       1
inv_4                  0       1
nand2_1                1       1
buf_6                  0       2
ha_1                   4       1
buf_2                  0       4
a31oi_1                1       1
inv_1                  3       1
Power figures rest on the tool's default switching activity, not on a simulated workload.
