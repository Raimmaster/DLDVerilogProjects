**/design/flow/run.sh**
```bash
#!/bin/bash
# OpenROAD 26Q1-2900-gdf79404cd8, Yosys 0.63+post, stock flow scripts
make -C /OpenROAD-flow-scripts/flow DESIGN_CONFIG=/design/flow/config.mk WORK_HOME=/design/flow/orfs finish
```
**/design/flow/config.mk**
```make
export PLATFORM = sky130hd
export DESIGN_NAME = VGA
export DESIGN_NICKNAME = VGA
export VERILOG_FILES = /design/flow/design.v
export SDC_FILE = /design/flow/constraint.sdc
export NUM_CORES = 4
export LEC_CHECK = 1
export CORE_AREA = 10 10 111 111
export DIE_AREA = 0 0 121 121
```
**/design/flow/design.v**
```verilog
`timescale 1ns / 1ps
module VGA(
    input CLK_25MH,
    output reg [2:0] RGB,
    output reg hsync,
    output reg vsync
);
    reg [9:0] hcount;
    reg [9:0] vcount;
	always @ ( posedge CLK_25MH)
    begin
        if (hcount == 799) begin
            hcount = 0;
            if (vcount == 524) begin
                vcount = 0;
				end
            else begin
                vcount = vcount + 1;
            end
			end
        else begin
            hcount = hcount + 1;
        end
        if (vcount >= 490 && vcount < 492) begin
            vsync = 0;
        end
        else begin
            vsync = 1;
        end
        if (hcount >= 656 && hcount < 752) begin
            hsync = 0;
        end
        else begin
            hsync = 1;
        end
        if (hcount < 640 && vcount < 480) begin
            if(hcount < 80) begin
					RGB = 3'b000;
				end
				else if (hcount < 160) begin
					RGB = 3'b001;
				end
				else if (hcount < 240) begin
					RGB = 3'b010;
				end
				else if (hcount < 320) begin
					RGB = 3'b011;
				end
				else if (hcount < 400) begin
					RGB = 3'b100;
				end
				else if (hcount < 480) begin
					RGB = 3'b101;
				end
				else if (hcount < 560) begin
					RGB = 3'b110;
				end
				else begin
					RGB = 3'b111;
				end
        end
        else begin
            RGB = 3'b000;
        end
    end
endmodule
```
**/design/flow/constraint.sdc**
```tcl
current_design VGA

set clk_period 2.9
set clk_io_pct 0.2

create_clock -name clk0 -period $clk_period [get_ports {CLK_25MH}]

set non_clock_inputs [all_inputs -no_clocks]
set_input_delay [expr $clk_period * $clk_io_pct] -clock clk0 $non_clock_inputs
set_output_delay [expr $clk_period * $clk_io_pct] -clock clk0 [all_outputs]
```
==> notes.md <==
Main metrics from the flow reports.

The flow ran to the end, and the final reports show no timing, DRC or antenna violations. Per report_power, the sequential group accounts for 62.7% of the total. The final layout report lists a filler cell count of ~1100. The floorplan core density is 13.2%. The number of endpoints with negative hold slack in the final report is 0. The number of iterations in the first detailed-routing pass is 4.

Setup repair after global routing left no endpoint under its margin. The number of antenna violations at the first check in global routing came out at 0. The number of rows in the core area came out at 36. The pre-CTS setup slack is 0.324 ns.

The detailed router's first-iteration violation count came out at between 50 and 60. The clock share of power came out at 37.3%. Port buffering added 5 buffers. The most critical min-delay path falls under flop to flop. The count of hold buffers inserted by post-cts repair is 0. The headroom to the max-slew limit came out at between 60% and 70%. The power per cell area is 347 nW/um^2. The top-level I/O count is 6.

The signal on the critical path passes through ha_1, nand4_4, or3_1, or4_1, a221o_1, o211ai_2, nor2_1. Once the clock tree was built, the setup fixing pass inserted 0 buffers. The highest fanout seen on the critical path came out at 10. Per the TritonCTS log, the buffer count is 3. Across the whole layout, storage elements account for 500 sq um.

In the final run the clock tree shows a worst skew of 0.00267 ns. The flow measured a signed area growth from synthesis to layout of 20.8%. Per the OpenROAD power report, leakage power amounts to approximately 0.00056 uW. The count of nets left with antenna violations once routing finished came out at 0. Per the layout area report, the combinational gate area comes to about 750 sq um. The first-pass GRT wire length came out at 4.64 mm.

The post-synth register bit count is 25. As reported, the later end of the worst-skew pair has a clock insertion delay of 0.27 ns. The slack of the critical path came out at 0.325 ns. The core region is roughly 9900 sq um. The die extent in y is 121 um. For reference, the most critical setup path is categorized as flop to flop. The clock transition at the register clock pins on the worst setup and hold paths after CTS came out at about 0.090 ns. The measured slew at the worst slew-check pin is 0.489 ns. The sequential-to-total area share from yosys stat is a little under two fifths. The maximum number of pins on one net before global-route repair came out at 15. Combinational logic is responsible for 0% of the overall power. The total power came out at 547 uW.

The utilization of the core after routing came out at approximately 16%. Along the critical path, the tally of buffer and inverter instances is 0. The instance count of the mapped netlist is 151. The H-tree level count came out at 1. The clock period minus worst slack came out at 2.57 ns. Per the final report, max-transition violations number 0. The final clock period utilization by the worst path came out at ~90%.

The fraction of layout cells with a size suffix above 1 is 6.88%. The slowest cell on the critical path is sky130_fd_sc_hd__or4_1. The worst setup path is captured at a flop. Per the detail_route report, routed wire per instance is 8.73 um.

The die is 121 um wide. The tally of yosys warning messages came out at 1. Per the post-synthesis stats, the area per cell is roughly 8.6 sq um.

The clock sink total is 25. For this block, the via count after detailed routing is 1113. The OpenROAD report gives the critical path a required time of 3.06 ns. In this run, post-CTS repair resized a total of 0 instances. The worst-case vdd ir drop is 0.134 mV. The antenna diode count is 0.

The count of max-cap constraint violations came out at 0. Summing every instance area after synthesis gives 1310 sq um. The worst setup path is launched from a flop.

The post-synth area from yosys stat is ~1300 sq um. The count of endpoints failing setup in the final report is 0. The arrival time at the worst endpoint came out at 2.74 ns. The total negative setup slack is 0 ns.

The largest stage delay on the critical path is 0.55 ns. The total global-route track usage is about 3.7%. Among cell families on the critical path, the largest total delay comes from simple AND/OR/NAND/NOR gates.

The placer's final routability congestion estimate came out at 0.833. The CTS root buffer is sky130_fd_sc_hd__clkbuf_8. The net switching power in the latest report is approximately 110 uW. The logs give a warning total of 28. The via count of the first global-routing pass came out at 1041. The count of instantiated cells in the yosys netlist came out at ~150.

The area of placed instances came out at 1530 sq um. The routed wire length came out at 2.56 mm. The detailed placement HPWL came out at 1.96 mm. The number of DRC violations after detailed routing came out at 0. Derived from the worst setup path, the maximum achievable clock frequency is 388 MHz. The global route total overflow came out at 0. The fraction of power spent switching nets came out at 19.8%. After routing the design area is around 1600 sq um. Internal power comes to about 440 uW. The chip area came out at between 10000 and 15000 sq um. TritonCTS built the clock tree.

The worst-case clock buffer depth is 2. The number of distinct library cells after synthesis came out at 44. After detailed routing, the number of vias per cell comes to 3.80.
==> power by group through the flow <==
| stage | logic [uW] | clock network [uW] | registers [uW] |
|---|---|---|---|
| after global routing | 0.000336 | 232 | 343 |
| after CTS | 0.000336 | 217 | 343 |
| final | 0.000336 | 204 | 343 |
==> registers in the layout (all words and copies together), names as in the netlist <==
| signal | cells |
|---|---|
| hcount | 10 |
| hsync | 1 |
| RGB | 3 |
| vcount | 10 |
| vsync | 1 |
==> cells in the final DEF (no fill, tap or decap), drive strengths merged, types with 4 or more instances in the layout <==
master          n
clkdlybuf4s50   5
dfxtp          25
nor2           13
nor3            8
or3             5
nand3          10
ha              4
o211ai          4
nand4           5
inv            11
o21ai           5
xor2            6
nand2          12
==> area by class of cell <==
class	count	share of cell area [%]
clock buffer	3	2.62
sequential	25	31.7
tap	133	10.6
multi-input combinational	112	47.5
inverter	11	2.62
timing repair buffer	8	4.60
clock inverter	1	0.317
==> Yosys cell counts <==
| master | count | area, sq um |
|---|---|---|
| sky130_fd_sc_hd__nand2_1 | 12 | 45.0 |
| sky130_fd_sc_hd__o21a_1 | 2 | 15.0 |
| sky130_fd_sc_hd__mux2_2 | 1 | 11.3 |
| sky130_fd_sc_hd__or4_1 | 2 | 15.0 |
| sky130_fd_sc_hd__a2111oi_0 | 1 | 8.76 |
| sky130_fd_sc_hd__xor2_1 | 6 | 52.6 |
| sky130_fd_sc_hd__nand4_4 | 1 | 21.3 |
| sky130_fd_sc_hd__or4_4 | 1 | 11.3 |
| sky130_fd_sc_hd__nor2b_1 | 1 | 6.26 |
| sky130_fd_sc_hd__a21o_1 | 1 | 7.51 |
| sky130_fd_sc_hd__nor4_1 | 2 | 12.5 |
| sky130_fd_sc_hd__a221o_1 | 1 | 10.0 |
| sky130_fd_sc_hd__o21ai_0 | 5 | 25.0 |
| sky130_fd_sc_hd__ha_1 | 4 | 50.1 |
| sky130_fd_sc_hd__and2_1 | 2 | 12.5 |
| sky130_fd_sc_hd__a211oi_1 | 1 | 7.51 |
| sky130_fd_sc_hd__o31ai_1 | 3 | 22.5 |
| sky130_fd_sc_hd__a32oi_1 | 1 | 8.76 |
| sky130_fd_sc_hd__mux2i_1 | 1 | 10.0 |
| sky130_fd_sc_hd__or3_1 | 5 | 31.3 |
| sky130_fd_sc_hd__a21oi_1 | 2 | 10.0 |
| sky130_fd_sc_hd__nand4_1 | 4 | 25.0 |
| sky130_fd_sc_hd__a31oi_1 | 1 | 6.26 |
| sky130_fd_sc_hd__nor2_1 | 13 | 48.8 |
| sky130_fd_sc_hd__nor3_1 | 8 | 40.0 |
| sky130_fd_sc_hd__o22a_1 | 1 | 8.76 |
| sky130_fd_sc_hd__buf_2 | 1 | 5.00 |
| sky130_fd_sc_hd__a311oi_1 | 2 | 17.5 |
| sky130_fd_sc_hd__o41a_1 | 1 | 11.3 |
| sky130_fd_sc_hd__nand3_1 | 10 | 50.1 |
| sky130_fd_sc_hd__inv_1 | 11 | 41.3 |
| sky130_fd_sc_hd__maj3_1 | 1 | 10.0 |
| sky130_fd_sc_hd__o211ai_1 | 3 | 22.5 |
| sky130_fd_sc_hd__nor4bb_1 | 2 | 20.0 |
| sky130_fd_sc_hd__clkbuf_1 | 1 | 3.75 |
| sky130_fd_sc_hd__and3_1 | 2 | 12.5 |
| sky130_fd_sc_hd__clkbuf_2 | 1 | 5.00 |
| sky130_fd_sc_hd__a22o_1 | 1 | 8.76 |
| sky130_fd_sc_hd__o211ai_2 | 1 | 12.5 |
| sky130_fd_sc_hd__xnor2_1 | 3 | 26.3 |
| sky130_fd_sc_hd__dfxtp_1 | 25 | 500 |
| sky130_fd_sc_hd__nand4bb_1 | 1 | 11.3 |
| sky130_fd_sc_hd__o22ai_1 | 1 | 6.26 |
| sky130_fd_sc_hd__a221oi_1 | 2 | 17.5 |
==> final timing paths <==
| path | startpoint | to | slack [ns] | depth (start not counted) |
|---|---|---|---|---|
| setup / recovery | hcount[0]$_DFF_P_ | RGB[1]$_SDFF_PP0_ | 0.33 | 7 |
| setup reg to reg | hcount[0]$_DFF_P_ | RGB[1]$_SDFF_PP0_ | 0.33 | 7 |
| hold reg to reg | hcount[0]$_DFF_P_ | hcount[0]$_DFF_P_ | 0.49 | 1 |
| hold / removal | hcount[0]$_DFF_P_ | hcount[0]$_DFF_P_ | 0.49 | 1 |
==> per-layer routing <==
layer,share of wire (%),GRT usage (%),wire length [um]
met1,47,4.70,1210
met2,46,6.16,1180
met3,4.8,0.945,122
met4,1.5,0.603,38
met5,0,0,0
==> kinds of logic after synthesis <==
logic type,count (synthesis),share of synthesized area [%]
simple gates,66,27.8
compound gates,30,17.4
flops,25,38.4
buf+inv,14,4.22
xor+xnor,9,6.04
fa+ha+maj,5,4.60
mux,2,1.63
==> metrics by stage <==
stage	cells	hold WS (ns)
2_1_floorplan	151	0.445
3_3_place_gp	289	0.462
3_5_place_dp	289	0.487
4_1_cts	293	0.509
5_1_grt	293	0.552
6_report	293	0.493
Power figures rest on the tool's default switching activity, not on a simulated workload.
