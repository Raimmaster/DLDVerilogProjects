[flow/constraint.sdc]
current_design clk_divider

set clk_period 7.6
set clk_io_pct 0.2

create_clock -name clk0 -period $clk_period [get_ports {clk}]

set non_clock_inputs [all_inputs -no_clocks]
set_input_delay [expr $clk_period * $clk_io_pct] -clock clk0 $non_clock_inputs
set_output_delay [expr $clk_period * $clk_io_pct] -clock clk0 [all_outputs]
[flow/config.mk]
export PLATFORM = sky130hd
export DESIGN_NAME = clk_divider
export DESIGN_NICKNAME = clk_divider
export VERILOG_FILES = /design/flow/design.v
export SDC_FILE = /design/flow/constraint.sdc
export NUM_CORES = 4
export LEC_CHECK = 1
export CORE_AREA = 10 10 105 105
export DIE_AREA = 0 0 115 115
[flow/design.v]
module clk_divider(
    input clk,
    output clk_d
);
    parameter 
		limit = 12'hbaa;
	 reg [21:0] counter;
	 reg clk_buf;
	 assign clk_d = clk_buf;
    always @ (posedge clk) begin
        counter = counter + 1;
        if(counter == (limit / 2) ) begin
            clk_buf = !clk_buf;
            counter = 22'h0;
        end
    end
endmodule
[flow/run.sh]
#!/bin/bash
# OpenROAD 26Q1-2900-gdf79404cd8, Yosys 0.63+post, stock flow scripts
make -C /OpenROAD-flow-scripts/flow DESIGN_CONFIG=/design/flow/config.mk WORK_HOME=/design/flow/orfs finish
==> impl_metrics.json <==
{
  "status": "finished clean",
  "ys_seq_share_pct": 34.5,
  "warning_count": 27,
  "fin_crit_sh_pct": 35.0,
  "ios": 2,
  "p_leak_uw": 0.000490,
  "syn-cell-area_um2": 1360,
  "crit_path_end_kind": "flip-flop",
  "setup-violations-final": 0,
  "yosysMostFrequentCell": "dfxtp_1",
  "postCtsSetupBuffers": 0,
  "fillers": 964,
  "avgSynthCellArea_um2": 8.73,
  "timing.rr.end": "clk_buf",
  "num_rows": 34,
  "clock_sinks": 23,
  "die_area_um2": 13200,
  "drc_errors": 0,
  "drv_cap": 0,
  "stdcell_area_um2": 1490,
  "insertion_delay_ns": 0.26,
  "hold_path.class": "flip-flop to flip-flop",
  "cts_tree": "yes",
  "cts-root-buf": "clkbuf_8",
  "worst_r2r_startpoint": "counter[8]",
  "port_buffers": 1,
  "drive_gt1_share_pct": 5.26,
  "die.size.y_um": 115,
  "worst_slew_pin_slew_ns": 0.540,
  "yosys-stat-cells": 156,
  "ys_area_um2": 1360,
  "yosysWarnings": 1,
  "ir_drop_mv": 0.0396,
  "holdBufCountCts": 0,
  "power.density_nw_per_um2": 132,
  "antenna_found_initial": 0,
  "path_cells": "and4_1, nand4_1, o21ai_1, nand3b_1, or4_1, nor4_1",
  "worstPathArrival_ns": 2.60,
  "grt-ovfl-total": 0,
  "track_usage_pct": 3.99,
  "critical_path_buf_inv_count": 0,
  "ys_top_cells_by_area": "dfxtp_1 32%, xnor2_1 7.7%, xor2_1 5.1%, nand3_1 4.0%, nand4_1 3.7%",
  "max_slew_margin_pct": 63.7,
  "synth_cell_types": 45,
  "vias_per_cell": 4.20,
  "post_drt_wl_per_cell_um": 10.4,
  "rsz0062_at_grt": "no",
  "synth_top_area_share_pct": 32.3,
  "hold_violations": 0,
  "clockBufferDepth": 2,
  "drtAntennaViolNets": 0,
  "clk_pin_slew_worst_paths_ns": 0.08,
  "rrSetupSlack_ns": 4.94,
  "slew_viol_final": 0,
  "crit_type": "flip-flop to flip-flop",
  "start_kind": "flip-flop",
  "setup-tns-final_ns": 0,
  "common_cells": "22 x dfxtp_1, 12 x nor2_1, 12 x xnor2_1",
  "hold_start": "counter[0]",
  "dpl_cell_area_um2": 1450,
  "cts-buffers-inserted": 3,
  "r2r_cells": 6,
  "dr.first_iter.drc_count": 44,
  "edf_count": 1,
  "finalClockSkew_ns": 0.00308,
  "cp_slowest_cell": "dfxtp_1",
  "numSynthFlops": 23,
  "design.core.area_um2": 8760,
  "required_ns": 7.53,
  "grt_pass1_vias": 915,
  "routed_wl_mm": 2.72,
  "ctsResizeCount": 0,
  "cp_top_family": "simple AND/OR/NAND/NOR gates",
  "timing.fmax_mhz": 376,
  "grt_max_degree": 14,
  "syn_inst": 156,
  "vias": 1093,
  "cp_max_fo": 7,
  "top_area_cell": "dfxtp_1",
  "area_growth_pct": 9.64,
  "n_antenna_cell": 0,
  "gp_congestion": 0.864,
  "cpPeakStageDelay_ns": 0.45,
  "holdPathStages": 1,
  "grt_first_pass_wirelength_mm": 4.52,
  "hpwl_mm": 1.98,
  "whs_endpoint": "counter[0]",
  "fp-utilization_pct": 15.5,
  "fin_crit_ns": 2.66,
  "first_pass_iters": 4,
  "htree_num_levels": 1,
  "async_flop_share_pct": 0,
  "flop_cell": "dfxtp_1",
  "die_x_um": 115
}
==> sequential cells by signal, indices dropped and copies added, names as in the netlist <==
| register | cells |
|---|---|
| clk_buf | 1 |
| counter | 22 |
==> cells in the final DEF (no fill, tap or decap), types with 2 or more instances in the layout <==
cell and instances:
or3_1 2, and3_1 4, and2_1 2, nor3_1 7
dfxtp_1 22, nor2b_1 2, xnor2_1 12, nor4_1 2
o211ai_1 2, and4_1 5, nand4b_1 2, ha_1 3
xor2_1 8, o21ai_0 2, nand3_1 11, nor2_1 12
o32a_1 2, mux2_2 2, nand2_1 11, a211oi_1 2
clkbuf_8 3, nand4_1 8, inv_1 5
==> kinds of logic (layout without fill, tap and decap cells) <==
family,Yosys count,after routing,synth area share [%]
buffers and inverters,14,10,5.69
XOR/XNOR,20,20,12.9
multiplexers,2,2,1.65
adder cells (fa/ha/maj),3,3,2.76
AND-OR/OR-AND,16,16,9.46
flip-flops,23,23,34.5
AND/OR/NAND/NOR,78,78,33.1
==> worst reg2reg max path: stages (launching register included) <==
cell and delay (ns):
dfxtp_1 0.45, and4_1 0.39, nand4_1 0.27, o21ai_1 0.32
nand3b_1 0.11, or4_1 0.41, nor4_1 0.39
==> through the flow <==
step           utilization, %  power [uW]  worst slack [ns]  hold slack (ns)  cells
6_report                 17.0         197              4.94            0.506    260
4_1_cts                  17.0         200              4.98            0.515    260
5_1_grt                  17.0         206              4.81            0.525    260
3_3_place_gp             16.5         124              4.97            0.485    256
3_5_place_dp             16.5         124              5.03            0.496    256
2_1_floorplan               -         124              5.36            0.459    156
==> routing by layer <==
layer	part of all wire, %	track usage [%]	wire, um
met1	52	6.41	1410
met2	41	5.37	1100
met3	5.2	0.738	141
met4	2.2	0.743	61
met5	0	0	0
==> where the power goes <==
group	switching, uW	internal, uW
clock network	38.6	37.4
registers	0	121
logic	0	0
==> how the worst max path moves through the flow <==
stage | endpoint | from | depth (start not counted)
after CTS | clk_d | clk_buf | 1
after global routing | clk_buf | counter[8] | 6
final | clk_buf | counter[8] | 6
==> layout make-up <==
| type | instances | area (um^2) | share of cell area, % |
|---|---|---|---|
| inverters | 5 | 18.8 | 1.26 |
| well taps | 108 | 135 | 9.05 |
| repair buffers | 1 | 10.0 | 0.670 |
| multi-input cells | 119 | 815 | 54.5 |
| flip-flops and latches | 23 | 470 | 31.5 |
| clock buffers | 4 | 45.0 | 3.02 |
No activity file was given, so power comes from the tool's default toggle rates.
